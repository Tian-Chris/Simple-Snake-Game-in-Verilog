==> flow/design.v <==
`timescale 1ns / 1ps
module display_controller(
	input clk,
	output hSync, vSync,
	output reg bright,
	output reg[9:0] hCount, 
	output reg [9:0] vCount
	);
	reg pulse;
	reg clk25;
	initial begin 
		clk25 = 0;
		pulse = 0;
	end
	always @(posedge clk)
		pulse = ~pulse;
	always @(posedge pulse)
		clk25 = ~clk25;
	always @ (posedge clk25)
		begin
		if (hCount < 10'd799)
			begin
			hCount <= hCount + 1;
			end
		else if (vCount < 10'd524)
			begin
			hCount <= 0;
			vCount <= vCount + 1;
			end
		else
			begin
			hCount <= 0;
			vCount <= 0;
			end
		end
	assign hSync = (hCount < 96) ? 0:1;
	assign vSync = (vCount < 2) ? 0:1;
	always @(posedge clk25)
		begin
		if(hCount > 10'd143 && hCount < 10'd784 && vCount > 10'd34 && vCount < 10'd516)
			bright <= 1;
		else
			bright <= 0;
		end	
endmodule
==> flow/run.sh <==
#!/bin/bash
# OpenROAD 26Q1-2900-gdf79404cd8, Yosys 0.63+post, stock flow scripts
make -C /OpenROAD-flow-scripts/flow DESIGN_CONFIG=/design/flow/config.mk WORK_HOME=/design/flow/orfs finish
==> flow/config.mk <==
export PLATFORM = sky130hd
export DESIGN_NAME = display_controller
export DESIGN_NICKNAME = display_controller
export VERILOG_FILES = /design/flow/design.v
export SDC_FILE = /design/flow/constraint.sdc
export NUM_CORES = 4
export LEC_CHECK = 1
export CORE_AREA = 10 10 87 87
export DIE_AREA = 0 0 97 97
==> flow/constraint.sdc <==
current_design display_controller

set clk_period 1.0
set clk_io_pct 0.2

create_clock -name clk0 -period $clk_period [get_ports {clk}]

set non_clock_inputs [all_inputs -no_clocks]
set_input_delay [expr $clk_period * $clk_io_pct] -clock clk0 $non_clock_inputs
set_output_delay [expr $clk_period * $clk_io_pct] -clock clk0 [all_outputs]
==> results_tabular.tex <==
% Generated from flow reports
\begin{tabular}{lr}
\hline
Metric & Value \\
\hline
\multicolumn{2}{l}{\textbf{Final timing}} \\
\quad Endpoints left unconstrained & 55 \\
\quad Final worst clock skew & 0 ns \\
\quad Number of max-slew violations in the final report & 0 \\
\quad Final min period & 0.4453 ns \\
\quad Worst Max-Slew Pin Slew & 0.6692 ns \\
\quad Final hold violations & 0 \\
\quad Final critical-path share of the clock period & 44.53\% \\
\quad Slew Limit Headroom & 55.32\% \\
\quad Worst hold slack after final layout & 0.3585 ns \\
\quad Final WS setup & 0.5547 ns \\
\quad Setup Viol. Count Final & 0 \\
\quad Register pins left without a clock & 22 \\
\quad Unrepaired setup endpoints after global routing & no \\
\quad Max Fclk & 2246 MHz \\
\quad Final sum of negative setup slack & 0 ns \\
\multicolumn{2}{l}{\textbf{Die}} \\
\quad Horizontal die dimension & 97 um \\
\quad Chip area & 0.009409 sq mm \\
\quad Number of primary I/O pins & 24 \\
\quad Floorplan core area & 0.005642 sq mm \\
\quad Floorplan-stage core utilization & 20.27\% \\
\quad Vertical die dimension & 97 um \\
\quad Placement row count & 27 \\
\multicolumn{2}{l}{\textbf{Clocking}} \\
\quad Number of instances resized during post-cts repair & 0 \\
\quad Post-CTS Repair Setup Buffers & 0 \\
\quad Clock insertion delay at the later pin of the skew report & 0 ns \\
\quad Post-CTS Hold Buffers & 0 \\
\quad Clock-pin slew on the worst setup and hold paths & 0 ns \\
\multicolumn{2}{l}{\textbf{Worst setup path}} \\
\quad Reg2reg setup slack & about 0.55 ns \\
\quad Kind of critical path & register to register \\
\quad Arrival time at the worst endpoint & 0.33 ns \\
\quad Series of cell instances along the critical path & inv\_1 \\
\quad Worst path max stage delay & roughly 0.30 ns \\
\quad Worst flop-to-flop path startpoint & pulse \\
\quad Cell family with the largest share of critical-path delay & flip-flops \\
\quad Reg-to-Reg End & pulse \\
\quad Number of cell instances on the worst register-to-register path & 1 \\
\quad Slowest library cell on the worst path & dfxtp\_1 \\
\quad Top fanout value on the critical path & 2 \\
\quad Endpoint type of the worst setup path & register \\
\quad Data required, critical path & about 0.9 ns \\
\quad CP startpoint kind & register \\
\quad Bufs and invs on worst path & 1 \\
\multicolumn{2}{l}{\textbf{Drt}} \\
\quad Via count & between 900 and 1,000 \\
\quad Detailed-route DRC error count & 0 \\
\quad Number of iterations in the first detailed-routing pass & 4 \\
\quad Post-DRT Antenna Nets & 0 \\
\quad Total wire length & 2539 um \\
\quad Avg WL per Cell & 12.03 um \\
\quad \# diodes & 0 \\
\quad Avg Vias per Cell & 4.389 \\
\quad Drt initial violations & 61 \\
\multicolumn{2}{l}{\textbf{Yosys}} \\
\quad Count of library flops with an enable pin & 10 \\
\quad Post-synthesis instance area & roughly 0.0011 sq mm \\
\quad Average size of a mapped cell & 9.610 sq um \\
\quad Dominant cell by count in the synthesized netlist & dfxtp\_1 \\
\quad Netlist cell types & roughly 40 \\
\quad Number of warnings issued by yosys & 1 \\
\quad Largest cells by area & edfxtp\_1 26\%, dfxtp\_1 23\%, nand3\_1 4.4\% \\
\quad Most used flip-flop cell & dfxtp\_1 \\
\quad Leading area contributor after synthesis & edfxtp\_1 \\
\quad Register area share after synthesis & 49.02\% \\
\quad Instance count of the mapped netlist & 119 \\
\quad Area share of the largest cell type after synthesis & 26.26\% \\
\quad FFs w/ async S/R, synth & 0\% \\
\quad Total of flip-flops plus latches after synthesis & 23 \\
\quad Most instantiated cells after synthesis & 13 x dfxtp\_1, 11 x nor2\_1, 10 x edfxtp\_1, 10 x nand3\_1 \\
\quad Yosys synthesis chip area & 0.001144 sq mm \\
\quad Number of cells in the yosys synthesis report & approximately 120 \\
\multicolumn{2}{l}{\textbf{Power}} \\
\quad Cell Pwr Density & 28.08 mW/mm\^{}2 \\
\quad Peak ir drop on the vdd network & between 0.00015 and 0.0002 V \\
\quad Static power due to leakage & 0.4934 nW \\
\multicolumn{2}{l}{\textbf{Finish}} \\
\quad Proportion of layout cells with a drive suffix above 1 & roughly 5.8\% \\
\quad Core occupancy in the finished layout & 25.70\% \\
\quad Final instance area & 0.001450 sq mm \\
\quad Layout Area Growth over Synthesis & 26.81\% \\
\multicolumn{2}{l}{\textbf{Global route}} \\
\quad Maximum number of pins on one net before global-route repair & 23 \\
\quad Total global routing overflow & 0 \\
\quad Total routing usage reported by global routing & $\sim$5\% \\
\quad Global-route wire length before repair & 4236 um \\
\quad Antenna violations before repair & 0 \\
\quad Vias in the first global route & around 840 \\
\multicolumn{2}{l}{\textbf{Placement}} \\
\quad Count of input and output buffers & 23 \\
\quad Post-DP HPWL & 1896 um \\
\quad Final RePlAce weighted congestion & 0.8022 \\
\quad Placement-stage worst setup slack & 0.5505 ns \\
\quad Area of placed instances & 0.001450 sq mm \\
\multicolumn{2}{l}{\textbf{Run}} \\
\quad Max-cap viol count & 0 \\
\quad Stage-log warning count & 28 \\
\multicolumn{2}{l}{\textbf{Min path}} \\
\quad Min-Delay Endpoint & pulse \\
\quad Worst hold path depth & 1 \\
\quad Worst Hold Class & register to register \\
\quad Hold Crit Start & pulse \\
\multicolumn{2}{l}{\textbf{Status}} \\
\quad Outcome & finished clean \\
\hline
\end{tabular}
worst max path at each step:
stage / to / cells after the start / startpoint / slack, ns
CTS: pulse / 1 / pulse / 0.55
global route: pulse / 1 / pulse / 0.55
finish: pulse / 1 / pulse / 0.55
cells in the final DEF, fill, tap and decap left out, types with 2 or more instances in the layout:
cell type | synthesis | layout
or3_1 | 5 | 5
a21oi_1 | 6 | 6
xor2_1 | 3 | 3
clkdlybuf4s50_1 | 0 | 23
ha_1 | 2 | 2
xnor2_1 | 3 | 3
nor2b_1 | 2 | 2
nor3_1 | 3 | 3
nor4_1 | 2 | 2
nand4_1 | 4 | 4
nand3_1 | 10 | 10
dfxtp_1 | 13 | 13
o31ai_1 | 3 | 3
inv_1 | 6 | 6
nand2_1 | 4 | 4
o21ai_0 | 6 | 6
edfxtp_1 | 10 | 10
and2_1 | 3 | 3
nor2_1 | 11 | 11
report_power, final:
part           switching [mW]  leakage (nW)  internal [mW]
registers                   0         0.219         0.0407
clock network               0             0              0
logic                       0         0.274              0
per-stage QoR:
step           cells  power (mW)
2_1_floorplan    119     0.04072
3_3_place_gp     211     0.04072
3_5_place_dp     211     0.04072
4_1_cts          211     0.04072
5_1_grt          211     0.04071
6_report         211     0.04071
cell families (layout without fill, tap and decap cells):
| group | after synthesis | after routing | share of synthesized area [%] |
|---|---|---|---|
| compound gates | 26 | 26 | 15.43 |
| xor+xnor | 6 | 6 | 4.596 |
| fa+ha+maj | 2 | 2 | 2.188 |
| buf+inv | 10 | 30 | 3.829 |
| flops | 23 | 23 | 49.02 |
| simple gates | 52 | 52 | 24.95 |
registers in the layout (all words and copies together), names as in the netlist:
signal and cells:
pulse 1, vCount 10, clk25 1, hCount 10, bright 1
routing by layer:
| layer | GRT usage, % | routed length, um |
|---|---|---|
| met3 | 0.2865 | 53 |
| met4 | 0 | 0 |
| met5 | 0 | 0 |
| met2 | 7.873 | 1231 |
| met1 | 7.815 | 1254 |
final cells by class:
cell class / instances / area, sq um
fill: 590 / 4192
inverter: 6 / 22.52
multi-input combinational: 86 / 539.3
sequential: 23 / 560.5
tap: 72 / 90.09
timing repair buffer: 24 / 237.7
Power and IR drop assume default switching activity.
